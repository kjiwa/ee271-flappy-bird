===== design.v =====
package Constants;
  parameter VGA_HEIGHT = 9'd480;
  parameter VGA_WIDTH = 10'd640;
  parameter BACKGROUND_VGA_R = 8'h00;
  parameter BACKGROUND_VGA_G = 8'h00;
  parameter BACKGROUND_VGA_B = 8'h00;
  parameter GAME_OVER_VGA_R = 8'hff;
  parameter GAME_OVER_VGA_G = 8'h00;
  parameter GAME_OVER_VGA_B = 8'h00;
  parameter BIRD_CLOCK_SCALE = 16;
  parameter BIRD_DEFAULT_HEIGHT = 9'd450;
  parameter BIRD_DEFAULT_DISTANCE = 10'd80;
  parameter BIRD_MIN_HEIGHT = 9'd20;
  parameter BIRD_MAX_HEIGHT = VGA_HEIGHT - BIRD_MIN_HEIGHT;
  parameter BIRD_VGA_HEIGHT = 9'd40;
  parameter BIRD_VGA_WIDTH = 10'd40;
  parameter BIRD_VGA_X_MIN = 10'd60;
  parameter BIRD_VGA_X_MAX = 10'd100;
  parameter BIRD_VGA_R = 8'hff;
  parameter BIRD_VGA_G = 8'hff;
  parameter BIRD_VGA_B = 8'h0f;
  parameter OBSTACLE_CLOCK_SCALE = 17;
  parameter OBSTACLE_MIN_HEIGHT = 9'd80;
  parameter OBSTACLE_MAX_HEIGHT = 9'd120;
  parameter OBSTACLE_MAX_DISTANCE = 10'd720;
  parameter OBSTACLE_MIN_GAP_HEIGHT = 9'd160;
  parameter OBSTACLE_MAX_GAP_HEIGHT = 9'd300;
  parameter OBSTACLE_VGA_WIDTH = 10'd80;
  parameter OBSTACLE_VGA_R = 8'h03;
  parameter OBSTACLE_VGA_G = 8'hff;
  parameter OBSTACLE_VGA_B = 8'h0f;
  parameter OBSTACLE0_INITIAL_HEIGHT = 9'd90;
  parameter OBSTACLE0_INITIAL_DISTANCE = 10'd240;
  parameter OBSTACLE0_INITIAL_GAP_HEIGHT = 9'd380;
  parameter OBSTACLE1_INITIAL_HEIGHT = 9'd180;
  parameter OBSTACLE1_INITIAL_DISTANCE = 10'd480;
  parameter OBSTACLE1_INITIAL_GAP_HEIGHT = 9'd200;
  parameter OBSTACLE2_INITIAL_HEIGHT = 9'd270;
  parameter OBSTACLE2_INITIAL_DISTANCE = 10'd720;
  parameter OBSTACLE2_INITIAL_GAP_HEIGHT = 9'd210;
endpackage: Constants
module CollisionDetector(
    bird_x_min, bird_x_max, bird_y_min, bird_y_max,
    obs0_x_min, obs0_x_max,
    obs0_bottom_y_min, obs0_bottom_y_max, obs0_top_y_min, obs0_top_y_max,
    obs1_x_min, obs1_x_max,
    obs1_bottom_y_min, obs1_bottom_y_max, obs1_top_y_min, obs1_top_y_max,
    obs2_x_min, obs2_x_max,
    obs2_bottom_y_min, obs2_bottom_y_max, obs2_top_y_min, obs2_top_y_max,
    collision);
  input logic [9:0] bird_x_min, bird_x_max;
  input logic [8:0] bird_y_min, bird_y_max;
  input logic [9:0] obs0_x_min, obs0_x_max;
  input logic [8:0] obs0_bottom_y_min, obs0_bottom_y_max;
  input logic [8:0] obs0_top_y_min, obs0_top_y_max;
  input logic [9:0] obs1_x_min, obs1_x_max;
  input logic [8:0] obs1_bottom_y_min, obs1_bottom_y_max;
  input logic [8:0] obs1_top_y_min, obs1_top_y_max;
  input logic [9:0] obs2_x_min, obs2_x_max;
  input logic [8:0] obs2_bottom_y_min, obs2_bottom_y_max;
  input logic [8:0] obs2_top_y_min, obs2_top_y_max;
  output logic collision;
  assign collision = (
      (bird_x_max >= obs0_x_min && bird_x_min <= obs0_x_max
       && (bird_y_max >= obs0_bottom_y_min || bird_y_min <= obs0_top_y_max))
      || (bird_x_max >= obs1_x_min && bird_x_min <= obs1_x_max
          && (bird_y_max >= obs1_bottom_y_min || bird_y_min <= obs1_top_y_max))
      || (bird_x_max >= obs2_x_min && bird_x_min <= obs2_x_max
          && (bird_y_max >= obs2_bottom_y_min || bird_y_min <= obs2_top_y_max)));
endmodule: CollisionDetector
module CollisionDetector_testbench();
  logic [9:0] bird_x_min, bird_x_max;
  logic [8:0] bird_y_min, bird_y_max;
  logic [9:0] obs0_x_min, obs0_x_max;
  logic [8:0] obs0_bottom_y_min, obs0_bottom_y_max;
  logic [8:0] obs0_top_y_min, obs0_top_y_max;
  logic [9:0] obs1_x_min, obs1_x_max;
  logic [8:0] obs1_bottom_y_min, obs1_bottom_y_max;
  logic [8:0] obs1_top_y_min, obs1_top_y_max;
  logic [9:0] obs2_x_min, obs2_x_max;
  logic [8:0] obs2_bottom_y_min, obs2_bottom_y_max;
  logic [8:0] obs2_top_y_min, obs2_top_y_max;
  logic collision;
  CollisionDetector dut(
      .bird_x_min, .bird_x_max, .bird_y_min, .bird_y_max,
      .obs0_x_min, .obs0_x_max,
      .obs0_bottom_y_min, .obs0_bottom_y_max, .obs0_top_y_min, .obs0_top_y_max,
      .obs1_x_min, .obs1_x_max,
      .obs1_bottom_y_min, .obs1_bottom_y_max, .obs1_top_y_min, .obs1_top_y_max,
      .obs2_x_min, .obs2_x_max,
      .obs2_bottom_y_min, .obs2_bottom_y_max, .obs2_top_y_min, .obs2_top_y_max,
      .collision);
  initial begin
    obs0_x_min = 10'd8; obs0_x_max = 10'd9;
    obs0_bottom_y_min = 9'd5; obs0_bottom_y_max = 9'd7;
    obs0_top_y_min = 9'd0; obs0_top_y_max = 9'd2;
    obs1_x_min = 10'd13; obs1_x_max = 10'd14;
    obs1_bottom_y_min = 9'd5; obs1_bottom_y_max = 9'd7;
    obs1_top_y_min = 9'd0; obs1_top_y_max = 9'd3;
    obs2_x_min = 10'd18; obs2_x_max = 10'd19;
    obs2_bottom_y_min = 9'd4; obs2_bottom_y_max = 9'd7;
    obs2_top_y_min = 9'd0; obs2_top_y_max = 9'd1;
    bird_x_min = 10'd0; bird_x_max = 10'd1; bird_y_min = 9'd1; bird_y_max = 9'd2; #10;
    bird_x_min = 10'd7; bird_x_max = 10'd8; bird_y_min = 9'd6; bird_y_max = 9'd7; #10;
    bird_x_min = 10'd13; bird_x_max = 10'd14; bird_y_min = 9'd1; bird_y_max = 9'd2; #10;
    bird_x_min = 10'd18; bird_x_max = 10'd19; bird_y_min = 9'd5; bird_y_max = 9'd6; #10;
    bird_x_min = 10'd0; bird_x_max = 10'd1; bird_y_min = 9'd1; bird_y_max = 9'd2; #10;
    bird_x_min = 10'd8; bird_y_max = 10'd9; bird_y_min = 9'd4; bird_y_max = 9'd4; #10;
    bird_x_min = 10'd0; bird_x_max = 10'd1; bird_y_min = 9'd0; bird_y_max = 9'd1; #10;
    bird_x_min = 10'd0; bird_x_max = 10'd1; bird_y_min = 9'd6; bird_y_max = 9'd7; #10;
  end
endmodule

===== run.sh =====
#!/bin/bash
# OpenROAD 26Q1-2900-gdf79404cd8, Yosys 0.63+post, stock flow scripts
make -C /OpenROAD-flow-scripts/flow DESIGN_CONFIG=/design/flow/config.mk WORK_HOME=/design/flow/orfs finish

===== config.mk =====
export PLATFORM = sky130hd
export DESIGN_NAME = CollisionDetector
export DESIGN_NICKNAME = CollisionDetector
export VERILOG_FILES = /design/flow/design.v
export SDC_FILE = /design/flow/constraint.sdc
export NUM_CORES = 4
export LEC_CHECK = 1
export CORE_UTILIZATION = 30

===== constraint.sdc =====
current_design CollisionDetector

set clk_period 5.1
set clk_io_pct 0.2

create_clock -name clk0 -period $clk_period

set non_clock_inputs [all_inputs -no_clocks]
set_input_delay [expr $clk_period * $clk_io_pct] -clock clk0 $non_clock_inputs
set_output_delay [expr $clk_period * $clk_io_pct] -clock clk0 [all_outputs]

==> results.toml <==
# generated from flow reports
[yosys]
ys_types = 33
synthDominantCellAreaShare_pct = 51.4
yosysWarnings = 0
ys_chip_area_um2 = 2770
ys_top_cells_by_area = "ha_1 51%, inv_1 15%, a21o_1 6.5%"
ys_seq_share_pct = 0
top_area_cell = "ha_1"
avgSynthCellArea_um2 = 7.48
syn_inst = 371
synth_area_um2 = 2770
yosysCellCount = 371

[flow_run]
warnings = 86
drv_cap = 0

[global_route]
grt_pass1_wl_um = 13200
antenna_found_initial = 0
grt_pass1_vias = 2942
grt_use_total_pct = 16.7
gr-total-overflow = 0
grt_max_degree = 5

[worst_setup_path]
path_max_fanout = 3
start_kind = "input pin"
path_class = "in2out"
worstPathArrival_ps = 3530
worstSetupEndpointType = "primary output"
crit_required_ps = 4080

[clock_network]
postCtsHoldBufs = 0
cts-resized-gates = 0
postCtsSetupBuffers = 0

[final_layout]
drive_gt1_share_pct = 0.573
nFillCells = 841
logic_area_um2 = 2360
most-common-layout-cells = "153 x clkdlybuf4s50_1, 114 x ha_1, 110 x inv_1"
area_growth_syn_to_layout_pct = 60.1
clkbuf_count = 0
flops = 0
final_util_pct = 50.2
lay_top_count = "clkdlybuf4s50_1"
regArea_um2 = 0

[sta]
slew_violations = 0
fmax_ghz = 0.220
setup_viol = 0
setup_tns_ps = 0
period_used_pct = 89.2
worstMarginPinSlew_ps = 400
rsz0062_at_grt = "no"
period_needed_ps = 4550
hold_viol = 0
slew_headroom_pct = 72.6

[die]
die_y_um = 98.2
rows = 34
core_um2 = 8850
dieArea_um2 = 9640
fp.dieW_um = 98.2
ios = 207
initCoreUtil_pct = 31.3

[routing]
diodes = 0
viasPerCell = 4.61
vias = 2915
firstDrtPassIters = 15
drcViolationCount = 0
detail_route.iter0.violations = 66
wl_per_cell_um = 12.4
postRouteAntennaNets = 0
postRouteWirelength_um = 7830

[worst_hold_path]
hp-class = "in2out"
min_path_cells = 7
hp-start = "obs0_x_max[9]"
whs_endpoint = "collision"

[placement]
dp_hpwl_um = 7320
gp_congestion = 0.891
port_buffers = 153

[outcome]
status = "complete, no violations"

[pwr]
powerDensity_nw_per_um2 = 73.1
ir_drop_v = 0.0000351
p_leak_nw = 2.44
## per-stage QoR
stage	area, µm²	hold WS (ps)	setup WS [ps]	power [W]	instances
global placement	4440	3370	553	0.000322	632
CTS	4440	3370	547	0.000329	632
global route	4440	3410	479	0.000371	632
finish	4440	3350	553	0.000324	632
floorplan	2770	2360	1750	0.000153	371
detailed placement	4440	3360	542	0.000327	632
## worst max path at each step
stage	slack [ps]	to	start	depth (start not counted)
after CTS	550	collision	bird_x_min[7]	8
after global routing	480	collision	bird_x_min[7]	8
final	550	collision	bird_x_min[7]	8
## power by group
part | switching, W | internal (W) | leakage, nW
Sequential | 0 | 0 | 0
Clock | 0 | 0 | 0
Combinational | 0.000127 | 0.000197 | 2.44
## worst max-delay path: stages
cell and delay (ps):
clkdlybuf4s50_1 490, ha_1 350, a211oi_2 210, nor2_1 80, o41a_1 420, a311o_1 340, o311ai_1 70, clkdlybuf4s50_1 540
## Yosys cell counts (6+ instances only)
master,instances
nand2_1,7
inv_1,110
a21o_1,24
ha_1,114
o21ai_0,10
a211oi_1,6
a21oi_1,26
nand3_1,8
nor2_1,8
nand4_1,12
nand2b_1,6
## cell type report
type	instances	share of cell area, %
timing repair buffer	153	34.5
multi-input combinational	261	53.2
inverter	110	9.30
tap	108	3.04
## per-layer routing
layer | GRT usage (%) | vias up | routed length [µm]
li1 | - | 1610 | -
met1 | 23.0 | 1204 | 3650
met2 | 29.6 | 99 | 3570
met3 | 2.18 | 2 | 592
met4 | 0.344 | 0 | 14
met5 | 0 | - | 0
## cells by family (layout without fill, tap and decap cells)
group / Yosys count / after routing / synth area share [%]
simple gates: 53 / 53 / 10.4
fa+ha+maj: 114 / 114 / 51.4
buf+inv: 110 / 263 / 14.9
compound gates: 94 / 94 / 23.3
No activity file was given, so power comes from the tool's default toggle rates.
