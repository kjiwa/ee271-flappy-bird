===== ./run.sh =====
#!/bin/bash
# OpenROAD 26Q1-2900-gdf79404cd8, Yosys 0.63+post, stock flow scripts
make -C /OpenROAD-flow-scripts/flow DESIGN_CONFIG=/design/flow/config.mk WORK_HOME=/design/flow/orfs finish

===== ./config.mk =====
export PLATFORM = sky130hd
export DESIGN_NAME = VideoGame
export DESIGN_NICKNAME = VideoGame
export VERILOG_FILES = /design/flow/design.v
export SDC_FILE = /design/flow/constraint.sdc
export NUM_CORES = 4
export LEC_CHECK = 1
export CORE_UTILIZATION = 30

===== ./constraint.sdc =====
current_design VideoGame

set clk_period 7.1
set clk_io_pct 0.2

create_clock -name clk0 -period $clk_period

set non_clock_inputs [all_inputs -no_clocks]
set_input_delay [expr $clk_period * $clk_io_pct] -clock clk0 $non_clock_inputs
set_output_delay [expr $clk_period * $clk_io_pct] -clock clk0 [all_outputs]

===== ./design.v =====
package Constants;
  parameter VGA_HEIGHT = 9'd480;
  parameter VGA_WIDTH = 10'd640;
  parameter BACKGROUND_VGA_R = 8'h00;
  parameter BACKGROUND_VGA_G = 8'h00;
  parameter BACKGROUND_VGA_B = 8'h00;
  parameter GAME_OVER_VGA_R = 8'hff;
  parameter GAME_OVER_VGA_G = 8'h00;
  parameter GAME_OVER_VGA_B = 8'h00;
  parameter BIRD_CLOCK_SCALE = 16;
  parameter BIRD_DEFAULT_HEIGHT = 9'd450;
  parameter BIRD_DEFAULT_DISTANCE = 10'd80;
  parameter BIRD_MIN_HEIGHT = 9'd20;
  parameter BIRD_MAX_HEIGHT = VGA_HEIGHT - BIRD_MIN_HEIGHT;
  parameter BIRD_VGA_HEIGHT = 9'd40;
  parameter BIRD_VGA_WIDTH = 10'd40;
  parameter BIRD_VGA_X_MIN = 10'd60;
  parameter BIRD_VGA_X_MAX = 10'd100;
  parameter BIRD_VGA_R = 8'hff;
  parameter BIRD_VGA_G = 8'hff;
  parameter BIRD_VGA_B = 8'h0f;
  parameter OBSTACLE_CLOCK_SCALE = 17;
  parameter OBSTACLE_MIN_HEIGHT = 9'd80;
  parameter OBSTACLE_MAX_HEIGHT = 9'd120;
  parameter OBSTACLE_MAX_DISTANCE = 10'd720;
  parameter OBSTACLE_MIN_GAP_HEIGHT = 9'd160;
  parameter OBSTACLE_MAX_GAP_HEIGHT = 9'd300;
  parameter OBSTACLE_VGA_WIDTH = 10'd80;
  parameter OBSTACLE_VGA_R = 8'h03;
  parameter OBSTACLE_VGA_G = 8'hff;
  parameter OBSTACLE_VGA_B = 8'h0f;
  parameter OBSTACLE0_INITIAL_HEIGHT = 9'd90;
  parameter OBSTACLE0_INITIAL_DISTANCE = 10'd240;
  parameter OBSTACLE0_INITIAL_GAP_HEIGHT = 9'd380;
  parameter OBSTACLE1_INITIAL_HEIGHT = 9'd180;
  parameter OBSTACLE1_INITIAL_DISTANCE = 10'd480;
  parameter OBSTACLE1_INITIAL_GAP_HEIGHT = 9'd200;
  parameter OBSTACLE2_INITIAL_HEIGHT = 9'd270;
  parameter OBSTACLE2_INITIAL_DISTANCE = 10'd720;
  parameter OBSTACLE2_INITIAL_GAP_HEIGHT = 9'd210;
endpackage: Constants
module VideoGame(
    x, y,
    bird_x_min, bird_x_max, bird_y_min, bird_y_max,
    obs0_x_min, obs0_x_max,
    obs0_bottom_y_min, obs0_bottom_y_max, obs0_top_y_min, obs0_top_y_max,
    obs1_x_min, obs1_x_max,
    obs1_bottom_y_min, obs1_bottom_y_max, obs1_top_y_min, obs1_top_y_max,
    obs2_x_min, obs2_x_max,
    obs2_bottom_y_min, obs2_bottom_y_max, obs2_top_y_min, obs2_top_y_max,
    game_over,
    r, g, b);
  input logic [9:0] x;
  input logic [8:0] y;
  input logic [9:0] bird_x_min, bird_x_max;
  input logic [8:0] bird_y_min, bird_y_max;
  input logic [9:0] obs0_x_min, obs0_x_max;
  input logic [8:0] obs0_bottom_y_min, obs0_bottom_y_max;
  input logic [8:0] obs0_top_y_min, obs0_top_y_max;
  input logic [9:0] obs1_x_min, obs1_x_max;
  input logic [8:0] obs1_bottom_y_min, obs1_bottom_y_max;
  input logic [8:0] obs1_top_y_min, obs1_top_y_max;
  input logic [9:0] obs2_x_min, obs2_x_max;
  input logic [8:0] obs2_bottom_y_min, obs2_bottom_y_max;
  input logic [8:0] obs2_top_y_min, obs2_top_y_max;
  input logic game_over;
  output logic [7:0] r, g, b;
  always_comb begin
    if (game_over) begin
      r = Constants::GAME_OVER_VGA_R;
      g = Constants::GAME_OVER_VGA_G;
      b = Constants::GAME_OVER_VGA_B;
    end
    else if (bird_x_min <= x && x <= bird_x_max
        && bird_y_min <= y && y <= bird_y_max) begin
      r = Constants::BIRD_VGA_R;
      g = Constants::BIRD_VGA_G;
      b = Constants::BIRD_VGA_B;
    end
    else if ((obs0_x_min <= x && x <= obs0_x_max
              && (obs0_bottom_y_min <= y && y <= obs0_bottom_y_max
                  || obs0_top_y_min <= y && y <= obs0_top_y_max))
             || (obs1_x_min <= x && x <= obs1_x_max
              && (obs1_bottom_y_min <= y && y <= obs1_bottom_y_max
                  || obs1_top_y_min <= y && y <= obs1_top_y_max))
             || (obs2_x_min <= x && x <= obs2_x_max
              && (obs2_bottom_y_min <= y && y <= obs2_bottom_y_max
                  || obs2_top_y_min <= y && y <= obs2_top_y_max))) begin
      r = Constants::OBSTACLE_VGA_R;
      g = Constants::OBSTACLE_VGA_G;
      b = Constants::OBSTACLE_VGA_B;
    end
    else begin
      r = Constants::BACKGROUND_VGA_R;
      g = Constants::BACKGROUND_VGA_G;
      b = Constants::BACKGROUND_VGA_B;
    end
  end
endmodule: VideoGame
module VideoGame_testbench();
  logic [9:0] x;
  logic [8:0] y;
  logic [9:0] bird_x_min, bird_x_max;
  logic [8:0] bird_y_min, bird_y_max;
  logic [9:0] obs0_x_min, obs0_x_max;
  logic [8:0] obs0_bottom_y_min, obs0_bottom_y_max;
  logic [8:0] obs0_top_y_min, obs0_top_y_max;
  logic [9:0] obs1_x_min, obs1_x_max;
  logic [8:0] obs1_bottom_y_min, obs1_bottom_y_max;
  logic [8:0] obs1_top_y_min, obs1_top_y_max;
  logic [9:0] obs2_x_min, obs2_x_max;
  logic [8:0] obs2_bottom_y_min, obs2_bottom_y_max;
  logic [8:0] obs2_top_y_min, obs2_top_y_max;
  logic game_over;
  logic [7:0] r, g, b;
  VideoGame vg(
      .x, .y,
      .bird_x_min, .bird_x_max, .bird_y_min, .bird_y_max,
      .obs0_x_min, .obs0_x_max,
      .obs0_bottom_y_min, .obs0_bottom_y_max, .obs0_top_y_min, .obs0_top_y_max,
      .obs1_x_min, .obs1_x_max,
      .obs1_bottom_y_min, .obs1_bottom_y_max, .obs1_top_y_min, .obs1_top_y_max,
      .obs2_x_min, .obs2_x_max,
      .obs2_bottom_y_min, .obs2_bottom_y_max, .obs2_top_y_min, .obs2_top_y_max,
      .game_over,
      .r, .g, .b);
  initial begin
    bird_x_min = 10'd0; bird_x_max = 10'd1; bird_y_min = 9'd1; bird_y_max = 9'd1;
    obs0_x_min = 10'd8; obs0_x_max = 10'd9;
    obs0_bottom_y_min = 9'd5; obs0_bottom_y_max = 9'd7;
    obs0_top_y_min = 9'd0; obs0_top_y_max = 9'd2;
    obs1_x_min = 10'd13; obs1_x_max = 10'd14;
    obs1_bottom_y_min = 9'd5; obs1_bottom_y_max = 9'd7;
    obs1_top_y_min = 9'd0; obs1_top_y_max = 9'd3;
    obs2_x_min = 10'd18; obs2_x_max = 10'd19;
    obs2_bottom_y_min = 9'd4; obs2_bottom_y_max = 9'd7;
    obs2_top_y_min = 9'd0; obs2_top_y_max = 9'd1;
    game_over = 1'b0;
    x = 10'd0; y = 9'd0; #10;
    x = 10'd1; y = 9'd1; #10;
    x = 10'd9; y = 9'd2; #10;
    x = 10'd13; y = 9'd6; #10;
    x = 10'd19; y = 9'd0; #10;
    x = 10'd1; y = 9'd3; #10;
    game_over = 1'b1; #10;
    x = 10'd0; y = 9'd0; #10;
  end
endmodule: VideoGame_testbench

==> reports/qor.txt <==
worst-path fanout max - 12
critical path data required time - 5.68 ns
Power, Total - 449 µW
WP data arrival - 4.91 ns
Flop Count - 0
Leakage - 3.86 nW
Die W - 132 µm
sequential element share of the synthesized area - 0%
period utilisation layout - 89.2%
1st-iter DRT viols - 132
Synth top cells by count - 206 x ha_1, 137 x inv_1, 68 x a21oi_1
max_cap viols - 0
total track usage - 19.7%
number of global-route vias before repair - 5,271
Yosys Instances - 671
Synth area leader - ha_1
Hold WC Path Type - in -> out
TritonRoute pass-1 iters - 4
Vias/cell - 4.73
Worst VDD drop - 32.0 µV
average cell area after synthesis - 7.58 µm²
core area - 16,600 µm²
drt total wl - 16.8 mm
DRC viols - 0
placed instance count - 1,119
power per cell area - 58.5 nW/µm²
number of setup violations in the final report - 0
synthesized area - 5090 µm²
hpwl dp - 15.0 mm
unrepaired setup endpoints after global routing - no
Max Transition Viols Final - 0
I/O Buffers - 246
postcts setup bufs - 0
Worst-Margin Slew - 0.521 ns
# rows - 47
CTS Hold Buffers Added - 0
drt wl/cell - 15.0 µm
headroom to the max-slew limit - 65.3%
Vias - 5,297
Die Y - 132 µm
initial antenna violation count - 0
Layout area overhead - 50.9%
outcome - completed
Post-CTS Resized - 0
CLK BUF - 0
Unique masters post-synth - 43
crit end category - output pin
GR Overflow Total - 0
top cells by area, synth - ha_1 51%, inv_1 10%, a21oi_1 6.7%
initial core utilization - 30.7%
Top-area cell share - 50.7%
Synth top cell by count - ha_1
total I/O pin count - 250
Setup CP Type - in -> out
placer congestion estimate - 0.890
largest net degree at the start of global routing - 13
die footprint - 17,500 µm²
Synth warnings - 1
# diodes - 0
FMAX - 158 MHz
Post-DRT Antenna Nets - 0
Worst Setup Start Kind - input port
yosys stat area - 5090 µm²
share of cells above drive strength 1 - 1.00%
Flop area - 0 µm²
post-route insts no fill - 1,119
Gate Count Post-Synth - 671
# fillers - 1,686
Setup TNS - 0 ns
Fin. Hold Viols - 0
first-pass GRT wire length - 26.8 mm
OpenROAD warnings - 32
Tmin final - 6.33 ns
[critical path, stage by stage]
cell and delay [ns]:
clkdlybuf4s50_1 0.76, inv_1 0.28, ha_1 0.39, and4_1 0.22, a221o_1 0.34, o22ai_1 0.16
a22o_1 0.19, a32oi_1 0.14, a21oi_2 0.44, clkdlybuf4s50_1 0.56
[path summary, 6_finish.rpt]
check | end | depth (start not counted) | slack (ns) | startpoint
worst min-delay path | g[3] | 3 | 3.87 | game_over
worst max-delay path | g[6] | 10 | 0.77 | y[7]
[cell type report]
cell class                      instances  area, µm²  area share (%)
Tap cell                              220        275            3.59
Multi-Input combinational cell        516       4430            57.6
Inverter                              137        514            6.70
Timing Repair Buffer                  246       2460            32.1
[metal layers]
metal	wire length [µm]	vias to the layer above	global-route usage (%)
met1	7860	2218	26.6
met5	0	-	0
li1	-	2874	-
met3	950	14	2.16
met2	7700	191	34.3
met4	248	0	2.68
[cells by family (layout without fill, tap and decap cells)]
logic type | count (synthesis) | count (layout) | share of synthesized area [%]
compound gates | 166 | 166 | 20.6
buf+inv | 158 | 383 | 13.2
fa+ha+maj | 206 | 206 | 50.7
simple gates | 140 | 140 | 15.4
other cells | 1 | 4 | 0.0737
[power by group]
group	switching, mW	total, mW	leakage (nW)	internal [mW]
combinational	0.191	0.449	3.86	0.258
sequential	0	0	0	0
clock	0	0	0	0
total	0.191	0.449	3.86	0.258
[cell usage in the layout, fill, tap and decap left out, drive strengths merged, types with 3 or more instances in the layout]
master	count
a221oi	3
nand4	26
a211oi	6
nand3b	3
conb	4
nand2b	7
a221o	4
nand3	12
nor2	16
o211ai	9
nand2	33
and4	12
inv	137
nor2b	16
a21oi	71
nor3	12
ha	206
clkdlybuf4s50	246
o22ai	9
o21ai	30
a21o	15
a32oi	3
[stage by stage]
| stage | util [%] | hold slack (ns) | worst slack (ns) | cell area (µm²) |
|---|---|---|---|---|
| 6_report | 46.3 | 3.87 | 0.769 | 7680 |
| 5_1_grt | 46.3 | 3.94 | 0.531 | 7680 |
| 3_5_place_dp | 46.3 | 3.89 | 0.695 | 7680 |
| 4_1_cts | 46.3 | 3.89 | 0.709 | 7680 |
| 2_1_floorplan | - | 2.89 | 2.42 | 5100 |
| 3_3_place_gp | 46.3 | 3.88 | 0.810 | 7680 |
No activity file was given, so power comes from the tool's default toggle rates.
